<file path="/design/flow/run.sh">
#!/bin/bash
# OpenROAD 26Q1-2900-gdf79404cd8, Yosys 0.63+post, stock flow scripts
make -C /OpenROAD-flow-scripts/flow DESIGN_CONFIG=/design/flow/config.mk WORK_HOME=/design/flow/orfs finish
</file>
<file path="/design/flow/config.mk">
export PLATFORM = sky130hd
export DESIGN_NAME = top_level
export DESIGN_NICKNAME = top_level
export VERILOG_FILES = /design/flow/design.v
export SDC_FILE = /design/flow/constraint.sdc
export NUM_CORES = 4
export LEC_CHECK = 1
export CORE_AREA = 10 10 89 89
export DIE_AREA = 0 0 99 99
</file>
<file path="/design/flow/constraint.sdc">
current_design top_level

set clk_period 4.6
set clk_io_pct 0.2

create_clock -name clk0 -period $clk_period [get_ports {FastClk}]

set non_clock_inputs [all_inputs -no_clocks]
set_input_delay [expr $clk_period * $clk_io_pct] -clock clk0 $non_clock_inputs
set_output_delay [expr $clk_period * $clk_io_pct] -clock clk0 [all_outputs]
</file>
<file path="/design/flow/design.v">
`timescale 1ns / 1ps
`default_nettype none
module half_adder(S, Cout, A, B);
output wire S, Cout;
input wire A, B;
assign S = A ^ B;
assign Cout = A & B;
endmodule
`timescale 1ns / 1ps
`default_nettype none
module clock_divider(ClkOut, ClkIn);
output wire [3:0] ClkOut;
input wire ClkIn;
parameter n = 25;
reg [n:0] Count;
always @(posedge ClkIn)
    Count <= Count + 1;
assign ClkOut[3:0] = Count[n:n-3];
endmodule
`timescale 1ns / 1ps
`default_nettype none
module top_level(LEDs, SWs, BTNs, FastClk);
input wire [1:0] SWs;
input wire [1:0] BTNs;
input wire FastClk;
output wire [3:0] LEDs;
wire [3:0] Clocks;
reg SlowClk;
always @(*)
    case (SWs)
        2'b00: SlowClk = Clocks[0];
        2'b01: SlowClk = Clocks[1];
        2'b10: SlowClk = Clocks[2];
        2'b11: SlowClk = Clocks[3];
    endcase
up_counter U1(LEDs[2:0],LEDs[3] , BTNs[0], SlowClk, BTNs[1]);
clock_divider clkdiv0(.ClkOut ( Clocks ) ,.ClkIn ( FastClk ));
endmodule
`timescale 1ns / 1ps
`default_nettype none
module up_counter(Count, Carry2, En, Clk, Rst);
output reg [2:0] Count;
output wire Carry2;
input wire En, Clk, Rst;
wire [2:0] Carry, Sum;
Threebitcounter UC1(Sum, Carry2, Count, En);
always @(posedge Clk or posedge Rst)
    if (Rst)
        Count <= 0;
    else
        Count <= Sum;
endmodule
module Threebitcounter(Sum, Carry2, Count, En);
input wire En;
input wire [2:0] Count;
output wire [2:0] Sum;
output wire Carry2;
wire [2:0] Carry;
half_adder HA0(Sum[0], Carry[0], Count[0], En);
half_adder HA1(Sum[1], Carry[1], Count[1], Carry[0]);
half_adder HA2(Sum[2], Carry[2], Count[2], Carry[1]);
assign Carry2 = Carry [2];
endmodule
</file>
==> CHANGELOG.md <==
## Implementation

- Required time worst endpoint: between 3 and 4 ns
- Vias in the first global route: about 660
- DRC: 0
- Via Count: approximately 690
- Synth Area per Inst: around 11 um2
- Root buffer cell: clkbuf_8
- FP Core Util: roughly a fifth
- Die Y: around 99 um
- Clk buf depth: 2
- FF+latch area: 596 um2
- Status: completed
- Startpoint Class: input port
- Reg2reg setup slack: roughly 2.9 ns
- Netlist Area Pre-Place: roughly 0.0012 mm2
- Layout area overhead: 18.2%
- CP Class: in2out
- CTS resizes: 0
- Ys Warns: 3
- Row cnt: 28
- Chip Area: between 0.009 and 0.01 mm2
- Yosys reg bits: 29
- Slowest cell on crit path: clkdlybuf4s50_1
- Die W: approximately 99 um
- Slew @ Worst Pin: roughly 0.57 ns
- Final Hold Vio Count: 0
- Postcts setup bufs: 0
- FF-to-FF End: clkdiv0.Count[12]
- Setup Skew: roughly 0.0095 ns
- Setup tns final: 0 ns
- Max VDD drop: 193 uV
- Hold Path Class: reg2reg
- GR Overflow Total: 0
- Buffers on Ports: 8
- Fill count: around 620
- Endpoints left unconstrained: 6
- Gpl congestion: ~0.75
- DR iter-0 viols: 32
- CTS H-tree lvls: 1
- Number of cells in Yosys stat: around 110
- Via density: about 3.6
- CP top delay family: buffers and inverters
- Post-synth seq share: 50.5%
- First-pass GRT wire length: 2870 um
- Share of cells above drive strength 1: slightly below 9%
- Final instance area: 0.00140 mm2
- All-Layer GR Usage: under 10%
- Yosys chip area: about 0.0012 mm2
- Unrepaired setup endpoints after global routing: false
- Relative slew slack: a little over 60%
- Max-slew violation count: 0
- Routed len/inst: 8.20 um
- Tcrit/Tclk final: a little over two thirds
- HPWL after DPL: 1200 um
- Maximum clock frequency: 313 MHz
- Buffers plus inverters on the worst setup path: 2
- Placed cell area: 0.00132 mm2
- Largest net degree at the start of global routing: 16
- Worst path depth: 5
- CP Cell Sequence: clkdlybuf4s50_1 > ha_1 > ha_1 > ha_1 > clkdlybuf4s50_1
- # IOs: 9
- R2r worst-path depth: 5
- Register pins left without a clock: 3
- Number of antenna violations at the first check in global routing: 0
- CP endpoint kind: output pin
- CTS tree: yes
- Post-Syn Instances: between 100 and 150
- Post-place setup slack: 1.40 ns
- Critical Path Max Stage Delay: 0.40 ns
- Worst-path maximum fanout: 1
- Min Tclk post-route: around 3.2 ns
- Hold_buf cts: 0
- Cell seen most often among critical-path stages: ha_1
- Drt pass-1 iters: 2
- Leakage Power: about 0.00049 uW
- Max-capacitance violation count: 0
- Final wirelength: ~1600 um
- PwrDens: 297 mW/mm2
- Clk pin slew, worst setup/hold paths: 0.08 ns
- Logic area: between 500 and 600 um2
- Diodes inserted: 0
- Core area: approximately 0.006 mm2
- CP Launch Point: BTNs[0]
- ANT nets after route: 0
- Worst R2R Start: clkdiv0.Count[0]
- Distinct lib cells: 17
- OpenROAD warnings: 25
- Setup violations, final: 0
- Num CTS Buffers: 3
- Clk latency late pin: ~0.27 ns
- Final core utilization: a little under a quarter
- CP Capture Point: LEDs[3]
- Setup slack after layout: around 1.4 ns
- Worst Path Arrival: ~2.3 ns
[worst min path at each step]
| stage | cells past startpoint | from | slack, ns | to |
|---|---|---|---|---|
| 4_1_cts | 1 | clkdiv0.Count[0] | 0.44 | clkdiv0.Count[0] |
| 5_1_grt | 1 | clkdiv0.Count[0] | 0.45 | clkdiv0.Count[0] |
| 6_report | 1 | clkdiv0.Count[0] | 0.44 | clkdiv0.Count[0] |
[power by group]
part | total [uW] | internal, uW | leakage (uW) | switching, uW
clock network | 184 | 116 | 0.0000357 | 68.0
registers | 225 | 225 | 0.000244 | 0
logic | 5.06 | 3.70 | 0.000208 | 1.36
[state kept, by name (all words and copies together), names as in the netlist]
signal,cells
clkdiv0.Count,26
U1.Count,3
[metal layers]
layer	track usage, %	routed length, um	vias up
met1	4.59	931	301
li1	-	-	378
met2	4.91	511	11
met4	0.110	0	0
met5	0	0	-
met3	1.62	115	0
[cell usage in the layout (no fill, tap or decap), drive strengths merged]
master / n
dfxtp: 26
xnor2: 18
nand3: 11
nand2: 9
clkdlybuf4s50: 8
nand4: 7
nor2: 6
xor2: 6
inv: 4
ha: 4
dfrtp: 3
nor3: 3
and3: 3
clkbuf: 3
nor4: 2
mux4: 1
bufinv: 1
[cells by family (layout without fill, tap and decap cells)]
group | Yosys count | count (layout) | synth area share (%)
buffers and inverters | 8 | 16 | 3.82
AND/OR/NAND/NOR | 41 | 41 | 21.7
flip-flops | 29 | 29 | 50.5
adder cells (fa/ha/maj) | 4 | 4 | 4.24
multiplexers | 1 | 1 | 1.91
XOR/XNOR | 24 | 24 | 17.8
[final cells by class]
class,instances,share of cell area [%]
multi-input combinational,70,38.7
clock buffer,3,2.96
inverter,4,1.08
sequential,29,42.7
clock inverter,1,2.15
tap,75,6.73
timing repair buffer,8,5.74
[metrics by stage]
step | hold slack [ns] | std cells | total power, uW
global route | 0.453 | 190 | 435
CTS | 0.438 | 190 | 424
detailed placement | 0.418 | 186 | 235
global placement | 0.411 | 186 | 235
floorplan | 0.402 | 107 | 232
finish | 0.436 | 190 | 414
[Yosys cell counts, drive strengths merged]
library cell | n | area, um2
and3 | 3 | 18.8
buf | 4 | 30.0
dfrtp | 3 | 75.1
dfxtp | 26 | 521
ha | 4 | 50.1
inv | 4 | 15.0
mux4 | 1 | 22.5
nand2 | 9 | 33.8
nand3 | 11 | 67.6
nand4 | 7 | 56.3
nor2 | 6 | 22.5
nor3 | 3 | 15.0
nor4 | 2 | 42.5
xnor2 | 18 | 158
xor2 | 6 | 52.6
[worst register-to-register path, stage by stage (launching register included)]
cell and delay (ns):
dfxtp_1 0.40, ha_1 0.24, nand4_1 0.25, nor3_1 0.37, nand4_1 0.16, xnor2_1 0.15
Power is estimated from default activity; no workload was simulated.
