===== flow/constraint.sdc =====
current_design carry_lookahead_16bit

set clk_period 5.6
set clk_io_pct 0.2

create_clock -name clk0 -period $clk_period

set non_clock_inputs [all_inputs -no_clocks]
set_input_delay [expr $clk_period * $clk_io_pct] -clock clk0 $non_clock_inputs
set_output_delay [expr $clk_period * $clk_io_pct] -clock clk0 [all_outputs]

===== flow/design.v =====
module block_carry_lookahead_unit (Gstar, Pstar, C, G, P, C0);
  output wire Gstar, Pstar;
  output wire [3:1] C;
  input  wire [3:0] G, P;
  input  wire C0;
  assign #4 C[1] = G[0] | (P[0] & C0);
  assign #4 C[2] = G[1] | (P[1] & G[0]) | (P[1] & P[0] & C0);
  assign #4 C[3] = G[2] | (P[2] & G[1]) | (P[2] & P[1] & G[0]) | (P[2] & P[1] & P[0] & C0);
  assign #4 Gstar = G[3] | (P[3] & G[2]) | (P[3] & P[2] & G[1]) | (P[3] & P[2] & P[1] & G[0]);
  assign #4 Pstar = P[3] & P[2] & P[1] & P[0];
endmodule
module carry_lookahead_16bit (Cout, S, X, Y, Cin);
  output wire Cout;
  output wire [15:0] S;
  input  wire [15:0] X, Y;
  input  wire Cin;
  wire [16:0] C;
  wire [15:0] G, P;
  wire [3:0] Gstar, Pstar;
  assign C[0] = Cin;
  generate_propagate_unit GPU (.G(G[3:0]), .P(P[3:0]), .X(X[3:0]), .Y(Y[3:0]));
  generate_propagate_unit GPU1 (.G(G[7:4]), .P(P[7:4]), .X(X[7:4]), .Y(Y[7:4]));
  generate_propagate_unit GPU2 (.G(G[11:8]), .P(P[11:8]), .X(X[11:8]), .Y(Y[11:8]));
  generate_propagate_unit GPU3 (.G(G[15:12]), .P(P[15:12]), .X(X[15:12]), .Y(Y[15:12]));
  block_carry_lookahead_unit BCLAU0 (.Gstar(Gstar[0]), .Pstar(Pstar[0]), .C(C[3:1]), .G(G[3:0]), .P(P[3:0]), .C0(C[0]));
  block_carry_lookahead_unit BCLAU1 (.Gstar(Gstar[1]), .Pstar(Pstar[1]), .C(C[7:5]), .G(G[7:4]), .P(P[7:4]), .C0(C[4]));
  block_carry_lookahead_unit BCLAU2 (.Gstar(Gstar[2]), .Pstar(Pstar[2]), .C(C[11:9]), .G(G[11:8]), .P(P[11:8]), .C0(C[8]));
  block_carry_lookahead_unit BCLAU3 (.Gstar(Gstar[3]), .Pstar(Pstar[3]), .C(C[15:13]), .G(G[15:12]), .P(P[15:12]), .C0(C[12]));
  carry_lookahead_unit CLAU (.C({C[16], C[12], C[8], C[4]}), .G(Gstar), .P(Pstar), .C0(C[0]));
  summation_unit SUMU0 (.S(S[3:0]), .P(P[3:0]), .C(C[3:0]));
  summation_unit SUMU1 (.S(S[7:4]), .P(P[7:4]), .C(C[7:4]));
  summation_unit SUMU2 (.S(S[11:8]), .P(P[11:8]), .C(C[11:8]));
  summation_unit SUMU3 (.S(S[15:12]), .P(P[15:12]), .C(C[15:12]));
  assign Cout = C[16];
endmodule
module carry_lookahead_unit (C, G, P, C0);
  output wire [4:1] C;
  input  wire [3:0] G, P;
  input  wire C0;
  assign #4 C[1] = G[0] | (P[0] & C0);
  assign #4 C[2] = G[1] | (P[1] & G[0]) | (P[1] & P[0] & C0);
  assign #4 C[3] = G[2] | (P[2] & G[1]) | (P[2] & P[1] & G[0]) | (P[2] & P[1] & P[0] & C0);
  assign #4 C[4] = G[3] | (P[3] & G[2]) | (P[3] & P[2] & G[1]) | (P[3] & P[2] & P[1] & G[0]) | (P[3] & P[2] & P[1] & P[0] & C0);
endmodule
module generate_propagate_unit (G, P, X, Y);
  output wire [3:0] G, P;
  input  wire [3:0] X, Y;
  assign #2 G = X & Y;
  assign #2 P = X ^ Y;
endmodule
module summation_unit (S, P, C);
  output wire [3:0] S;
  input  wire [3:0] P, C;
  assign #2 S = P ^ C;
endmodule

===== flow/config.mk =====
export PLATFORM = sky130hd
export DESIGN_NAME = carry_lookahead_16bit
export DESIGN_NICKNAME = carry_lookahead_16bit
export VERILOG_FILES = /design/flow/design.v
export SDC_FILE = /design/flow/constraint.sdc
export NUM_CORES = 4
export LEC_CHECK = 1
export CORE_AREA = 10 10 73 73
export DIE_AREA = 0 0 83 83

===== flow/run.sh =====
#!/bin/bash
# OpenROAD 26Q1-2900-gdf79404cd8, Yosys 0.63+post, stock flow scripts
make -C /OpenROAD-flow-scripts/flow DESIGN_CONFIG=/design/flow/config.mk WORK_HOME=/design/flow/orfs finish

==> job_summary.md <==
### Metrics collected by this job

| Metric | Value |
|---|---|
| Area fraction in xor and xnor cells | 9.605% |
| Worst path required time | 4.48 ns |
| Adder Area Share | a little under 40% |
| Post-Route WL | 2.226 mm |
| Status | completed |
| Drt drc | 0 |
| Fmax | around 200 MHz |
| Initial DRT Pass Iterations | 4 |
| Total congestion overflow | 0 |
| Post-Route Setup TNS | 0 ns |
| Final Hold Viols | 0 |
| RSZ-0062 raised after global routing | no |
| Distinct cells, synth | 32 |
| Comb power frac | 100.0% |
| Mapped Cells | about 91 |
| DIE HEIGHT | between 80 and 90 um |
| Mapped cell area | 729.5 um^2 |
| Final Util | around 34% |
| Initial cell density of the core | 19.49% |
| Total track usage | 6.092% |
| Die width | just over 80 um |
| Crit-path cells | clkdlybuf4s50_1 -> ha_1 -> a21oi_2 -> nor2b_1 -> a311o_1 -> a21oi_4 -> inv_2 -> o21a_1 -> fa_1 -> xor2_1 -> clkdlybuf4s50_1 |
| Top cell area share | a little over a quarter |
| OpenROAD warning count | 32 |
| Worst EP arrival | roughly 4.0 ns |
| VDD IR-drop max | slightly above 0.05 mV |
| Sw Pwr | 0.00005212 W |
| Leakage power | 0.5338 nW |
| Count of clock buffers in the final design | 0 |
| Worst Setup End Kind | primary output |
| FILL cells | 393 |
| Switching share of power | 35.80% |
| Most common cell on crit path | clkdlybuf4s50_1 |
| Die Size | between 6000 and 7000 um^2 |
| Post-DP HPWL | 2.049 mm |
| Post-cts gate resize count | 0 |
| Ys Warns | 0 |
| Max Cap Violations | 0 |
| Power Dens Cells | 113.2 nW/um^2 |
| Clock power frac | 0% |
| Synth area leader | ha_1 |
| Vias per cell | 4.420 |
| Worst Setup EP | S[13] |
| Gp weighted congestion | 0.7823 |
| Hold Crit Class | in -> out |
| Fin crit period | 5.125 ns |
| # diodes | 0 |
| PortBufs | approximately 50 |
| Internal power | 0.00009348 W |
| Register share of total power | 0% |
| AO/OA Area Share | 25.90% |
| Max Slew Vio Count | 0 |
| Critical path class | in -> out |
| Critical Path Start | X[0] |
| Area growth syn-to-layout | 76.33% |
| Share of layout cells above drive strength 1 | 3.571% |
| Top-count cell post-synth | ha_1 |
| Avg WL per Cell | 11.84 um |
| Rel. slew slack | 59.01% |
| Largest net degree at the start of global routing | 9 |
| Initial DRC Count | 21 |
| Worst setup SP type | primary input |
| CP top delay family | buffers and inverters |
| Antenna Nets Post-Route | 0 |
| Multi-input logic area | 695.7 um^2 |
| Synth mux share | 0% |
| Crit-path max cell delay | 0.48 ns |
| Avg Inst Size Synth | 8.016 um^2 |
| Top cells by area | ha_1, fa_1, xor2_1 |
| Hold buffers post-CTS | 0 |
| # IOs | ~50 |
| Sequential cells | 0 |
| Logic family by area | adder cells |
| Crit path buf inv count | 3 |
| CP Depth | 11 |
| Worst Tran Pin Value | a little over 0.6 ns |
| Flop area | 0 um^2 |
| Period utilization | 91.52% |
| Vias | 831 |
| First-pass GRT wire length | ~3.8 mm |
| Antenna violations before repair | 0 |
| Yosys stat area | 729.4 um^2 |
| Final setup vio count | 0 |
| Post-CTS Setup Bufs | 0 |
| Seq/Total Area, Yosys | 0% |
| Placeable Area | 3744 um^2 |
| Critical Path Fanout Max | 6 |
| Simple-gate portion of the synthesized area | 21.44% |
| Number of standard cells reported by yosys | roughly 91 |
| Worst path slowest cell | clkdlybuf4s50_1 |
| Row count | 22 |
| Synth cell count leaders | ha_1, inv_1, nand2_1 |
| Vias in the first global route | 871 |
[layer usage]
metal / wire length (um) / vias to the layer above / GRT usage (%)
met1: 1051 / 364 / 7.701
met3: 141 / 0 / 1.378
li1: - / 437 / -
met4: 0 / 0 / 0
met5: 0 / - / 0
met2: 1033 / 30 / 10.82
[placed cells by master (no fill, tap or decap), drive strengths merged, types with 2 or more instances in the layout]
master         Yosys  final
a21oi              7      7
nand4b             2      2
fa                 4      4
o21bai             2      2
xor2               5      5
o21ai              5      5
ha                16     16
a31oi              3      3
xnor2              3      3
nor3               5      5
o21a               2      2
inv                8      8
nand2              7      7
nand3              2      2
nor2               3      3
nor2b              3      3
a21o               2      2
clkdlybuf4s50      0     50
[stage by stage]
| step | cell area (um^2) | worst slack, ns | std cells | hold slack, ns | power, W |
|---|---|---|---|---|---|
| 2_1_floorplan | 729.5 | 1.508 | 91 | 2.347 | 0.00005943 |
| 3_3_place_gp | 1286 | 0.4721 | 188 | 3.318 | 0.0001479 |
| 3_5_place_dp | 1286 | 0.4695 | 188 | 3.327 | 0.0001487 |
| 4_1_cts | 1286 | 0.4363 | 188 | 3.326 | 0.0001499 |
| 5_1_grt | 1286 | 0.2771 | 188 | 3.375 | 0.0001646 |
| 6_report | 1286 | 0.4747 | 188 | 3.312 | 0.0001456 |
[worst min path at each step]
stage | startpoint | endpoint | slack, ns | depth (start not counted)
after CTS | Y[1] | S[1] | 3.33 | 4
after global routing | Y[1] | S[1] | 3.38 | 4
final | Y[1] | S[1] | 3.31 | 4
[cell type report]
class / count / share of cell area (%)
inverters: 8 / 2.335
repair buffers: 50 / 38.91
multi-input cells: 82 / 54.09
well taps: 48 / 4.669
[cells by family after synthesis]
group / after synthesis
adder cells (fa/ha/maj): 20
buffers and inverters: 9
AND/OR/NAND/NOR: 28
AND-OR/OR-AND: 26
XOR/XNOR: 8
[power by group through the flow]
stage	combinational (W)	clock [W]	sequential, W
global route	0.000165	0	0
finish	0.000146	0	0
CTS	0.000150	0	0
Power figures rest on the tool's default switching activity, not on a simulated workload.
