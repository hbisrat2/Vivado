==> ./design.v <==
`timescale 1ns / 1ps
`default_nettype none
module add_sub(opA,opB,Sum,Overflow,opSel);
    output wire [3:0]Sum;
    output wire Overflow;
    input wire [3:0] opA,opB;
    input wire opSel;
    wire [3:0]notB;
    wire c0,c1,c2,c3;
    assign notB[0]=opB[0]^opSel;
    assign notB[1]=opB[1]^opSel;
    assign notB[2]=opB[2]^opSel;
    assign notB[3]=opB[3]^opSel;
    full_adder adder0(Sum[0],c0,opA[0],notB[0],opSel);
    full_adder adder1(Sum[1],c1,opA[1],notB[1],c0);
    full_adder adder2(Sum[2],c2,opA[2],notB[2],c1);
    full_adder adder3(Sum[3],c3,opA[3],notB[3],c2);
    assign Overflow = c2^c3;
endmodule
`timescale 1ns / 1ps
`default_nettype none
module full_adder(S,Cout,A,B,Cin);
    input wire A,B,Cin; 
    output wire Cout,S;
    wire andBCin,andACin,andAB;  
    assign S=A^B^Cin;  
    assign andAB = A&B; 
    assign andBCin = Cin&B;
    assign andACin = A&Cin;
    assign Cout = andAB | andBCin | andACin;  
endmodule
`timescale 1ns / 1ps
`default_nettype none
module four_bit_alu (
    output wire [3:0] Result,
    output wire       Overflow,
    input  wire [3:0] opA,
    input  wire [3:0] opB,
    input  wire [1:0] ctrl
);
    wire [3:0] and_out;
    wire [3:0] addsub_out;
    wire       addsub_overflow;
    wire       opSel_for_addsub;
    assign and_out = opA & opB;
    assign opSel_for_addsub = (ctrl == 2'b11) ? 1'b1 : 1'b0;
    add_sub addsub_inst (
        .opA(opA),
        .opB(opB),
        .Sum(addsub_out),
        .Overflow(addsub_overflow),
        .opSel(opSel_for_addsub)
    );
    assign Result = (ctrl[0] == 1'b0) ? and_out : addsub_out;
    assign Overflow = ((ctrl == 2'b01) || (ctrl == 2'b11)) ? addsub_overflow : 1'b0;
endmodule
==> ./run.sh <==
#!/bin/bash
# OpenROAD 26Q1-2900-gdf79404cd8, Yosys 0.63+post, stock flow scripts
make -C /OpenROAD-flow-scripts/flow DESIGN_CONFIG=/design/flow/config.mk WORK_HOME=/design/flow/orfs finish
==> ./config.mk <==
export PLATFORM = sky130hd
export DESIGN_NAME = four_bit_alu
export DESIGN_NICKNAME = four_bit_alu
export VERILOG_FILES = /design/flow/design.v
export SDC_FILE = /design/flow/constraint.sdc
export NUM_CORES = 4
export LEC_CHECK = 1
export CORE_AREA = 10 10 70 70
export DIE_AREA = 0 0 80 80
==> ./constraint.sdc <==
current_design four_bit_alu

set clk_period 2.8
set clk_io_pct 0.2

create_clock -name clk0 -period $clk_period

set non_clock_inputs [all_inputs -no_clocks]
set_input_delay [expr $clk_period * $clk_io_pct] -clock clk0 $non_clock_inputs
set_output_delay [expr $clk_period * $clk_io_pct] -clock clk0 [all_outputs]
==> out/qor.txt <==
Number of setup violations in the final report - 0
Data required time of the worst path - 2240 ps
Number of buffer cells added on primary ports - 15
Slack of the critical path - 6.10 ps
Number of DRC markers in iteration 0 - 0
Total leakage power - 0.218 nW
Leftover overflow at the end of global routing - 0
Placement Cell Area - 470 µm²
VDD IR max - 0.0466 mV
Final clock period utilization by the worst path - 0.998
Yosys synthesis chip area - 229 µm²
Sequential area share after synthesis - 0
DRC - 0
Minimum setup slack after placement - -936 ps
Worst Min Path Start - ctrl[0]
Pre-Place Util - 0.0670
Maximum net fanout on the critical path - 3
Final number of hold-violating endpoints - 0
Crit path launch type - primary input
Chip area - 6400 µm²
Vias per Instance - 2.84
Number of distinct library cell variants in the gate-level netlist after synthesis - 12
Ports placed on the boundary - 15
WS Path Type - in -> out
Run status - finished, final reports clean
Setup repair after global routing missed its margin - true
Worst-margin pin slew - 199 ps
Stage-log warning count - 34
Smallest hold slack - 1530 ps
Combined flip-flop and latch cell area - 0 µm²
Post-Synthesis Cell Area - 229 µm²
Max-slew headroom - 0.867
Antenna diode instance count - 0
Total number of vias - 264
Most common library cell in the layout ignoring fill and taps - buf_4
Post-Syn Area per Cell - 9.54 µm²
Timing-limited maximum frequency - 358 MHz
Max_cap viols - 0
Wire length of the first global-routing pass - 1.32 mm
Terminating pin of the worst hold path - Result[3]
Routability congestion estimate from global placement - 0.798
Power density normalized to cell area - 174 nW/µm²
Number of max-slew violations in the final report - 0
Average wire per cell in the routed design - 8.09 µm
Fraction of final layout cells with drive strength greater than 1 - 0.468
Synthesized instance count - 24
Sum of negative setup slack - 0 ps
Floorplan Core Area - 3420 µm²
Warning count from the yosys run - 0
Length of the first detailed-routing pass in iterations - 1
Synth-to-Final Area Change - 117%
Number of clock buffers in the layout - 0
Number of instances on the worst hold path - 4
Largest net degree at the start of global routing - 7
Total half-perimeter wirelength after legalization and detailed placement - 656 µm
Via count of the first global-routing pass - 282
Die X-Extent - 80 µm
Most numerous logic cells after layout - buf_4 (8), clkdlybuf4s50_1 (6), nand2_1 (4), buf_2 (4)
WL final - 752 µm
Vertical extent of the die - 80 µm
Time the worst path needs with I/O delays and setup - 2790 ps
Final design area excluding fillers - 498 µm²
Class of the tightest hold or removal check - in -> out
Cell count in the Yosys report - 24
Antenna violations before repair - 0
Critical path data arrival time - 2230 ps
Flop count - 0
Worst setup EP type - primary output
Number of nets still failing antenna checks after routing - 0
FP Rows - 21
Global Route Usage Sum - 0.0250
Post-CTS Hold Buffers - 0
[per-stage QoR]
step | utilization | cells | power [mW]
2_1_floorplan | - | 24 | 0.0343
3_3_place_gp | 0.138 | 90 | 0.0810
3_5_place_dp | 0.138 | 90 | 0.0835
4_1_cts | 0.146 | 93 | 0.0882
5_1_grt | 0.146 | 93 | 0.0986
6_report | 0.146 | 93 | 0.0867
[Yosys cell counts, drive strengths merged]
| master | number | area share |
|---|---|---|
| fa | 2 | 0.17 |
| o21a | 1 | 0.033 |
| inv | 2 | 0.033 |
| mux2 | 1 | 0.049 |
| ha | 2 | 0.11 |
| nand2 | 5 | 0.082 |
| nor4b | 1 | 0.10 |
| a32o | 1 | 0.044 |
| mux2i | 3 | 0.13 |
| xor2 | 3 | 0.11 |
| xnor2 | 2 | 0.077 |
| buf | 1 | 0.049 |
[layout make-up]
type / count / area, µm²
multi-input combinational: 21 / 223
inverter: 2 / 7.51
timing repair buffer: 24 / 210
tap: 46 / 57.6
fill: 391 / 2920
[kinds of logic (layout without fill, tap and decap cells)]
kind of cell | after synthesis | after routing | share of synthesized area
compound gates | 2 | 2 | 0.0765
fa+ha+maj | 4 | 4 | 0.284
buf+inv | 3 | 26 | 0.0820
mux | 4 | 4 | 0.180
simple gates | 6 | 6 | 0.186
xor+xnor | 5 | 5 | 0.191
[critical path: stages]
cell and delay (ps):
buf_8 80, nand2_4 50, o21a_1 200, fa_2 360
fa_2 360, buf_6 130, nor4b_4 230, a32o_1 160
buf_2 100
[per-layer routing]
metal / part of all wire / global-route usage
met3: 0.13 / 0.00909
met2: 0.24 / 0.0297
met5: 0 / 0
met4: 0 / 0
met1: 0.63 / 0.0417
[report_power, final]
group	internal (mW)	switching, mW	leakage [nW]
clock network	0	0	0
registers	0	0	0
logic	0.0554	0.0313	0.218
[worst max-delay path by stage]
| stage | cells after the start | to | startpoint |
|---|---|---|---|
| 4_1_cts | 9 | Overflow | ctrl[0] |
| 6_report | 9 | Overflow | ctrl[1] |
| 5_1_grt | 9 | Overflow | ctrl[0] |
[what timing repair did]
item	in CTS	in global routing
pin swaps	7	1
gates cloned	0	0
gates resized	37	0
setup endpoints to repair	4	2
setup buffers	3	0
Power is estimated from default activity; no workload was simulated.
